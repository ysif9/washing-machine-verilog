**./run.sh**
```bash
#!/bin/bash
# OpenROAD 26Q1-2900-gdf79404cd8, Yosys 0.63+post, stock flow scripts
make -C /OpenROAD-flow-scripts/flow DESIGN_CONFIG=/design/flow/config.mk WORK_HOME=/design/flow/orfs finish
```
**./config.mk**
```make
export PLATFORM = sky130hd
export DESIGN_NAME = Controller
export DESIGN_NICKNAME = Controller
export VERILOG_FILES = /design/flow/design.v
export SDC_FILE = /design/flow/constraint.sdc
export NUM_CORES = 4
export LEC_CHECK = 1
export CORE_UTILIZATION = 40
```
**./constraint.sdc**
```tcl
current_design Controller

set clk_period 4.3
set clk_io_pct 0.2

create_clock -name clk0 -period $clk_period [get_ports {clock}]

set non_clock_inputs [all_inputs -no_clocks]
set_input_delay [expr $clk_period * $clk_io_pct] -clock clk0 $non_clock_inputs
set_output_delay [expr $clk_period * $clk_io_pct] -clock clk0 [all_outputs]
```
**./design.v**
```verilog
module Controller(
    input clock,
    input reset,
    input sig_door_closed,
    input sig_start_button,
    input sig_cancel_button,
    input sig_Motor_Failure,
    input sig_Low_Water_Pressure,
    input sig_Sensor_Malfunction,
    output [8:0] state,
    output complete,
    output water_filling,
    output door_locked
    );
    wire sig_Full;
    wire sig_Wash_Completed;
    wire sig_Rinse_Completed;
    wire sig_Spin_Completed;
    wire sig_Drain_Completed;
    wire sig_Delay;
    parameter IDLE       = 9'b000000001;  
    parameter READY      = 9'b000000010;  
    parameter FILL       = 9'b000000100;  
    parameter WASH       = 9'b000001000;  
    parameter RINSE      = 9'b000010000;  
    parameter SPIN       = 9'b000100000;  
    parameter DRAIN      = 9'b001000000;  
    parameter COMPLETE   = 9'b010000000;  
    parameter ERROR      = 9'b100000000;  
timer u_timer (
    .clk(clock),
    .state(state),
    .sig_Full(sig_Full),
    .sig_Wash_Completed(sig_Wash_Completed),
    .sig_Rinse_Completed(sig_Rinse_Completed),
    .sig_Spin_Completed(sig_Spin_Completed),
    .sig_Drain_Completed(sig_Drain_Completed),
    .sig_Delay(sig_Delay)
    );
washing_machine u_washing_machine (
    .clk(clock),
    .start_button(sig_start_button),
    .cancel_button(sig_cancel_button),
    .delay_done(sig_Delay),
    .door_closed(sig_door_closed),
    .draincomplete(sig_Drain_Completed),
    .reset(reset),
    .rinsecomplete(sig_Rinse_Completed),
    .Low_Water_Pressure(sig_Low_Water_Pressure),
    .Motor_Failure(sig_Motor_Failure),
    .Sensor_Malfunction(sig_Sensor_Malfunction),
    .spincomplete(sig_Spin_Completed),
    .washcomplete(sig_Wash_Completed),
    .waterlevelreached(sig_Full),
    .state(state),
    .complete(complete),
    .door_locked(door_locked),
    .water_filling(water_filling)
    );
endmodule
module timer (
    input clk,
    input [8:0] state,
    output reg sig_Full,
    output reg sig_Wash_Completed,
    output reg sig_Rinse_Completed,
    output reg sig_Spin_Completed,
    output reg sig_Drain_Completed,
    output reg sig_Delay
);
    reg [2:0] fill_Water_Counter;
    reg [5:0] wash_Counter;
    reg [3:0] rinse_Counter;
    reg [2:0] spin_Counter;
    reg [1:0] drain_Counter;
    reg ready_Delay_Counter;
    parameter IDLE       = 9'b000000001;  
    parameter READY      = 9'b000000010;  
    parameter FILL       = 9'b000000100;  
    parameter WASH       = 9'b000001000;  
    parameter RINSE      = 9'b000010000;  
    parameter SPIN       = 9'b000100000;  
    parameter DRAIN      = 9'b001000000;  
    parameter COMPLETE   = 9'b010000000;  
    parameter ERROR      = 9'b100000000;  
    parameter FULL_WATER_TIME = 3'd4;              
    parameter WASH_TIME = 5'd30;                  
    parameter RINSE_TIME = 4'd10;                
    parameter SPIN_TIME = 3'd5;                 
    parameter DRAIN_TIME = 2'd2;               
    parameter DELAY_TIME = 1'd1;              
    always @ (posedge clk) begin
        if (state == IDLE) begin
                    fill_Water_Counter <= 0;
                    wash_Counter <= 0;
                    rinse_Counter <= 0;
                    spin_Counter <= 0;
                    drain_Counter <= 0;
                    ready_Delay_Counter <= 0;
                    sig_Full <= 0;
                    sig_Wash_Completed <= 0;
                    sig_Rinse_Completed <= 0;
                    sig_Spin_Completed <= 0;
                    sig_Drain_Completed <= 0;
                    sig_Delay <= 0;
        end
        if (state == READY) begin
                if (ready_Delay_Counter < DELAY_TIME)
                begin
                    ready_Delay_Counter <= ready_Delay_Counter + 1'd1;
                    sig_Delay <= 0;
                end
                else
                    sig_Delay <= 1;
        end
        case (state)
                    FILL:
                        fill_Water_Counter <= fill_Water_Counter + 1'd1;
                    WASH:
                        wash_Counter <= wash_Counter + 1'd1;
                    RINSE:
                        rinse_Counter <= rinse_Counter + 1'd1;
                    SPIN:
                        spin_Counter <= spin_Counter + 1'd1;
                    DRAIN:
                        drain_Counter <= drain_Counter + 1'd1;
        endcase
        if (fill_Water_Counter == FULL_WATER_TIME)
            sig_Full <= 1;
        if (wash_Counter == WASH_TIME)
            sig_Wash_Completed <= 1;
        if (rinse_Counter == RINSE_TIME)
            sig_Rinse_Completed <= 1;
        if (spin_Counter == SPIN_TIME)
            sig_Spin_Completed <= 1;
        if (drain_Counter == DRAIN_TIME)
            sig_Drain_Completed <= 1;
        if (ready_Delay_Counter == DELAY_TIME)
            sig_Delay <= 1;
    end
endmodule
module washing_machine (
    input wire clk,
    input wire reset,
    input wire start_button,
    input wire door_closed,
    input wire delay_done,
    input wire waterlevelreached,
    input wire washcomplete,
    input wire rinsecomplete,
    input wire spincomplete,
    input wire draincomplete,
    input wire cancel_button,
    input wire Motor_Failure,
    input wire Low_Water_Pressure,
    input wire Sensor_Malfunction,
    output reg [8:0] state,
    output reg complete,
    output reg door_locked,
    output reg water_filling
);
    parameter IDLE       = 9'b000000001;  
    parameter READY      = 9'b000000010;  
    parameter FILL       = 9'b000000100;  
    parameter WASH       = 9'b000001000;  
    parameter RINSE      = 9'b000010000;  
    parameter SPIN       = 9'b000100000;  
    parameter DRAIN      = 9'b001000000;  
    parameter COMPLETE   = 9'b010000000;  
    parameter ERROR      = 9'b100000000;  
    reg [8:0] cs, ns;
    always @(posedge clk or posedge reset) begin
        if (reset)
            cs <= IDLE;
        else
            cs <= ns;
    end
    always @(*) begin
        door_locked = 0;
        water_filling = 0;
        complete = 0;
        case (cs)
            IDLE: begin
                if (Sensor_Malfunction == 1 || Low_Water_Pressure == 1 || Motor_Failure == 1)
                    ns = ERROR;
                else if (start_button == 1 && door_closed == 1 && cancel_button == 0)
                    ns = READY;
                else
                    ns = IDLE;
            end
            READY: begin
                door_locked = 1;
                if (Sensor_Malfunction == 1 || Low_Water_Pressure == 1 || Motor_Failure == 1)
                    ns = ERROR;
                else if (cancel_button)
                    ns = IDLE;
                else if (delay_done)
                    ns = FILL;
                else
                    ns = READY;
            end
            FILL: begin
                door_locked = 1;
                water_filling = 1;
                if (Sensor_Malfunction == 1 || Low_Water_Pressure == 1)
                    ns = ERROR;
                else if (cancel_button)
                    ns = IDLE;
                else if (waterlevelreached)
                    ns = WASH;
                else
                    ns = FILL;
            end
            WASH: begin
                door_locked = 1;
                if (Motor_Failure == 1)
                    ns = ERROR;
                else if (cancel_button)
                    ns = IDLE;
                else if (washcomplete)
                    ns = RINSE;
                else
                    ns = WASH;
            end
            RINSE: begin
                door_locked = 1;
                if (Motor_Failure == 1)
                    ns = ERROR;
                else if (cancel_button)
                    ns = IDLE;
                else if (rinsecomplete)
                    ns = SPIN;
                else
                    ns = RINSE;
            end
            SPIN: begin
                door_locked = 1;
                if (Motor_Failure == 1)
                    ns = ERROR;
                else if (cancel_button)
                    ns = IDLE;
                else if (spincomplete)
                    ns = DRAIN;
                else
                    ns = SPIN;
            end
            DRAIN: begin
                door_locked = 1;
                if (Motor_Failure == 1)
                    ns = ERROR;
                else if (cancel_button)
                    ns = IDLE;
                else if (draincomplete)
                    ns = COMPLETE;
                else
                    ns = DRAIN;
            end
            COMPLETE: begin  
                door_locked = 0;
                complete = 1;
                ns = COMPLETE;
            end
            ERROR: begin
                door_locked = 0;
                water_filling = 0;
                if (Motor_Failure || Sensor_Malfunction || Low_Water_Pressure)
                    ns = ERROR;
                else
                    ns = IDLE;
            end
            default: begin
                ns = IDLE;
            end
        endcase
    end
    always @(*) begin
        state = cs;
    end
endmodule
```
==> impl_metrics.ini <==
; yosys + openroad results
[outcome]
outcome = completed

[timing]
worst_slew_pin_slew_ns = 0.659
worst_slew_margin_rel = 0.559
worst_setup_skew_after_layout_ns = 0.00636
tns_ns = 0
period_utilisation_layout = 0.714
final-hold-violation-count = 0
fin_hold_ws_ns = 0.451
timing_max_transition_violations_final = 0
min_tclk_post_route_ns = 3.07
fmax_ghz = 0.326
rsz_0062_raised_after_global_routing = false
finalSetupViolations = 0

[synth]
synth-warning-count = 2
netlist.area_leader.share = 0.281
ys_seq_frac = 0.471
synth_cell_type_count = 48
synthesis.area_per_instance_um2 = 10.0
synth_area_um2 = 1920
synth_chip_area_um2 = 1920
synth-cells-yosys = 192
yosys-top-cells-area = sky130_fd_sc_hd__edfxtp_1, sky130_fd_sc_hd__dfrtp_1, sky130_fd_sc_hd__dfxtp_1
synth_cells = 192
synth.ff_latch_count = 34
yosysTopAreaCell = sky130_fd_sc_hd__edfxtp_1

[worst_setup_path]
slowest_stage = sky130_fd_sc_hd__nor4_1
worstSetupStartpointType = flop
worstPathCellList = nor4_1 > o2111ai_1 > o21ai_0 > clkdlybuf4s50_1
worst-setup-path-type = flop to output pin
worst-r2r-cell-count = 5
critPathMaxFanout = 11
worst-endpoint-arrival_ns = 2.21
critical_path_required_ns = 3.44
setup.worst_path.end_class = output pin
largest_stage_delay_on_the_critical_path_ns = 0.51

[route]
route.detailed.drc = 0
diodes = 0
route.detailed.wl_per_inst_um = 14.1
final_antenna_net_count = 0
via_density_per_instance = 5.51
firstDrtPassIters = 4
vias = 1433
initialDrtViolationCount = 55
detailed_route_wl_um = 3670

[layout]
final_layout_size_suffix_gt1_frac = 0.0817
mostFrequentLayoutCell = sky130_fd_sc_hd__nor2_1
fin_util = 0.492
layout_top_cells_excl_fill_tap = sky130_fd_sc_hd__nor2_1, sky130_fd_sc_hd__clkdlybuf4s50_1, sky130_fd_sc_hd__edfxtp_1
final_design_area_no_fill_um2 = 2200
areaGrowthSynthToFinish_pct = 14.4

[grt]
antenna_found_initial = 0
grt_pass1_vias = 1438
maximum_number_of_pins_on_one_net_before_global_route_repair = 13
grt.total_usage = 0.170
grt_pass1_wl_um = 6580
grt-ovfl-total = 0

[clock_network]
clk_pin_slew_ns = 0.06
cts-root-buf = sky130_fd_sc_hd__clkbuf_8
cts_tree = done
post_cts_resized = 0
clkLatencyLatePin_ns = 0.28
clkSinkCount = 34
post-cts-setup-buffers = 0
clock_tree.htree_level_count = 2
cts-hold-fix-buffers = 0
cts-buffers-inserted = 5
max-clock-path-buffers = 2

[pwr]
power.ir.vdd_worst_v = 0.000237
share_comb_of_total_power = 0.288
power.switching_fraction = 0.336
total_power_w = 0.00106
internal-power_w = 0.000706
cellPowerDensity_nw_per_um2 = 483
p_sw_w = 0.000357
leakage_nw = 0.871
power_frac_clock = 0.205
p_seq_frac = 0.507

[hold_path]
worst_hold_path.num_cells = 1
min-delay-path-class = flop to flop

[floorplan]
area_of_the_die_um2 = 5090
die_height_um = 71.4
io-pin-count = 20
initial_core_util = 0.430
rows = 24
die_width_um = 71.4
core_um2 = 4470

[placed_design]
dpl.hpwl_um = 2670
io_buffers = 19
postPlaceCellArea_um2 = 2120
gp_congestion = 0.937

[job]
maxCapViolations = 0
warning_count = 29
## worst paths after layout
path                                                end                        start  slack [ns]
worst max-delay path                        door_locked      u_washing_machine.cs[2]        1.23
max in group asynchronous       u_washing_machine.cs[0]                        reset        3.15
min in group asynchronous       u_washing_machine.cs[8]                        reset        0.85
worst min-delay path                  u_timer.sig_Delay  u_timer.ready_Delay_Counter        0.45
worst min register to register        u_timer.sig_Delay  u_timer.ready_Delay_Counter        0.45
worst max register to register  u_washing_machine.cs[0]      u_washing_machine.cs[5]        1.93
## layer usage
metal / vias to the layer above / track usage / wire length, um
met5: - / 0 / 0
li1: 718 / - / -
met2: 43 / 0.248 / 1630
met4: 0 / 0.0467 / 102
met1: 660 / 0.273 / 1770
met3: 12 / 0.0328 / 169
## logic make-up (layout without fill, tap and decap cells)
family,after synthesis,after routing,share of synthesized area
flip-flops,34,34,0.471
buffers and inverters,24,40,0.0572
XOR/XNOR,13,13,0.0592
adder cells (fa/ha/maj),9,9,0.0585
AND-OR/OR-AND,29,29,0.109
AND/OR/NAND/NOR,83,83,0.245
## area by class of cell
cell class | instances | area (um2)
Tap cell | 52 | 65.1
Fill cell | 404 | 2270
Multi-Input combinational cell | 134 | 907
Inverter | 12 | 45.0
Sequential cell | 34 | 907
Timing Repair Buffer | 20 | 198
Clock buffer | 8 | 80.1
## registers in the layout (all words and copies together), names as in the netlist
| name | cells |
|---|---|
| u_timer.drain_Counter | 2 |
| u_washing_machine.cs | 9 |
| u_timer.sig_Delay | 1 |
| u_timer.spin_Counter | 3 |
| u_timer.fill_Water_Counter | 3 |
| u_timer.sig_Full | 1 |
| u_timer.sig_Drain_Completed | 1 |
| u_timer.rinse_Counter | 4 |
| u_timer.sig_Rinse_Completed | 1 |
| u_timer.ready_Delay_Counter | 1 |
| u_timer.wash_Counter | 6 |
| u_timer.sig_Wash_Completed | 1 |
| u_timer.sig_Spin_Completed | 1 |
## critical path, delay by kind of cell, from the launching register on
| kind | cells | cell delay (ns) |
|---|---|---|
| AOI/OAI and AO/OA | 2 | 0.43 |
| buffers and inverters | 1 | 0.49 |
| DFF | 1 | 0.50 |
| and+or+nand+nor | 1 | 0.51 |
## synthesized netlist by cell type, drive strengths merged
master	count
nor4	7
buf	7
dfstp	1
nand4	5
xnor2	7
ha	9
inv	12
and2b	1
edfxtp	18
o41ai	2
a2111oi	1
o2111ai	2
o22ai	2
dfrtp	8
o32a	1
o21ai	7
or3	1
a21o	3
nor3b	3
a21oi	4
or4	5
clkbuf	5
a211oi	1
o211ai	1
nand4b	1
or2	2
dfxtp	7
nand2b	4
a22o	2
nor2	28
o31ai	1
nand3b	1
and2	1
xor2	6
and3	1
o22a	2
nor4b	1
nor3	2
nand2	14
nand3	6
## power groups by stage
stage	combinational [W]	sequential (W)	clock [W]
after global routing	0.000350	0.000553	0.000241
after CTS	0.000309	0.000537	0.000226
final	0.000306	0.000538	0.000218
## per-stage QoR
stage | worst slack, ns | cells
floorplan | 2.14 | 192
global placement | 1.59 | 252
detailed placement | 1.56 | 252
CTS | 1.24 | 260
global route | 1.05 | 260
finish | 1.23 | 260
Power and IR drop assume default switching activity.
